==> design/flow/config.mk <==
export PLATFORM = sky130hd
export DESIGN_NAME = spim
export DESIGN_NICKNAME = spim
export VERILOG_FILES = /design/flow/design.v
export SDC_FILE = /design/flow/constraint.sdc
export NUM_CORES = 4
export LEC_CHECK = 1
export CORE_UTILIZATION = 40
==> design/flow/constraint.sdc <==
current_design spim

set clk_period 7.2
set clk_io_pct 0.2

create_clock -name clk0 -period $clk_period [get_ports {clk}]

set non_clock_inputs [all_inputs -no_clocks]
set_input_delay [expr $clk_period * $clk_io_pct] -clock clk0 $non_clock_inputs
set_output_delay [expr $clk_period * $clk_io_pct] -clock clk0 [all_outputs]
==> design/flow/design.v <==
`timescale 1ns / 1ps
module spim(
    input wire clk,
    input wire rst,
    input wire start,
    input wire [1:0] mode,
    input wire [7:0] txdata,
    output reg [7:0] rxdata,
    output reg sclk,
    output reg ss,
    output reg mosi,
    input wire miso,
    output reg finish
    );
    wire cpol = (mode == 2 || mode == 3);
    wire cpha = (mode == 1 || mode == 3);
    wire sample_on_pos = (mode == 2'b00 || mode == 2'b11);
    wire shift_on_pos  = (mode == 2'b01 || mode == 2'b10);
    localparam st_idle  = 2'd0;
    localparam st_load  = 2'd1;
    localparam st_shift = 2'd2;
    localparam st_done  = 2'd3;
    reg [1:0] state, nextstate;
    reg [3:0] div_cnt;
    reg prev_sclk;
    reg [7:0] tx_shift;
    reg [7:0] rx_shift;
    reg [3:0] bit_cnt;
    reg start_d, start_edge;
    always @(posedge clk) begin
        if (rst) begin
            start_d <= 1'b0;
            start_edge <= 1'b0;
        end else begin
            start_d <= start;
            start_edge <= ~start_d & start;
        end
    end
    always @(posedge clk) begin
        if (rst) begin
            div_cnt <= 0;
            sclk <= cpol;
        end else begin
            if (state == st_shift) begin
                if (div_cnt == 1) begin  
                    div_cnt <= 0;
                    sclk <= ~sclk;
                end else begin
                    div_cnt <= div_cnt + 1;
                end
            end else begin
                div_cnt <= 0;
                sclk <= cpol;
            end
        end
    end
    always @(posedge clk) begin
        if (rst)
            prev_sclk <= cpol;
        else
            prev_sclk <= sclk;
    end
    wire sclk_posedge = (~prev_sclk & sclk);
    wire sclk_negedge = (prev_sclk & ~sclk);
    always @(*) begin
        nextstate = state;
        case(state)
            st_idle:  if (start_edge) nextstate = st_load;
            st_load:  nextstate = st_shift;
            st_shift: if (bit_cnt == 4'd8 && 
                          ((sample_on_pos && sclk_posedge) || 
                           (!sample_on_pos && sclk_negedge))) 
                          nextstate = st_done;
            st_done:  nextstate = st_idle;
        endcase
    end
    always @(posedge clk) begin
        if (rst) begin
            state <= st_idle;
            ss <= 1'b1;
            mosi <= 1'b0;
            bit_cnt <= 0;
            rxdata <= 0;
            tx_shift <= 0;
            rx_shift <= 0;
            finish <= 0;
        end else begin
            state <= nextstate;
            finish <= 0;
            case(nextstate)
                st_idle: begin
                    ss <= 1'b1;
                    bit_cnt <= 0;
                end
                st_load: begin
                    ss <= 1'b0;
                    tx_shift <= txdata;
                    rx_shift <= 0;
                    bit_cnt <= 0;
                    mosi <= txdata[7];
                end
                st_shift: begin
                    if (mode == 2'b00) begin
                        if (sclk_posedge) begin
                            rx_shift <= {rx_shift[6:0], miso};
                            bit_cnt <= bit_cnt + 1;
                        end
                        if (sclk_negedge) begin
                            tx_shift <= {tx_shift[6:0], 1'b0};
                            mosi <= tx_shift[6];
                        end
                    end 
                    else if (mode == 2'b01) begin
                        if (sclk_negedge) begin
                            rx_shift <= {rx_shift[6:0], miso};
                            bit_cnt <= bit_cnt + 1;
                        end
                        if (sclk_posedge) begin
                            tx_shift <= {tx_shift[6:0], 1'b0};
                            mosi <= tx_shift[6];
                        end
                    end 
                    else if (mode == 2'b10) begin
                        if (sclk_negedge) begin
                            rx_shift <= {rx_shift[6:0], miso};
                            bit_cnt <= bit_cnt + 1;
                        end
                        if (sclk_posedge) begin
                            tx_shift <= {tx_shift[6:0], 1'b0};
                            mosi <= tx_shift[6];
                        end
                    end 
                    else if (mode == 2'b11) begin
                        if (sclk_posedge) begin
                            rx_shift <= {rx_shift[6:0], miso};
                            bit_cnt <= bit_cnt + 1;
                        end
                        if (sclk_negedge) begin
                            tx_shift <= {tx_shift[6:0], 1'b0};
                            mosi <= tx_shift[7];
                        end
                    end
                end
                st_done: begin
                    ss <= 1'b1;
                    rxdata <= rx_shift;
                    finish <= 1'b1;
                end
            endcase
        end
    end
endmodule
==> design/flow/run.sh <==
#!/bin/bash
# OpenROAD 26Q1-2900-gdf79404cd8, Yosys 0.63+post, stock flow scripts
make -C /OpenROAD-flow-scripts/flow DESIGN_CONFIG=/design/flow/config.mk WORK_HOME=/design/flow/orfs finish
==> design notes <==
The run finished with clean final reports. The tools report the full die area as 0.005571 mm2. The most used logic cell in the final layout was sky130_fd_sc_hd__dfxtp_1.

After detailed routing, the number of remaining DRC violations is 0. The logs give 0 for the number of antenna violations at the first check in global routing and 4.92 ns for the data arrival time of the worst path. For the final routed database, the setup TNS stands at 0 ns. Before placement the cells fill 41.33% of the core.

In this run the tightest slew margin relative to its limit is 52.89%. The share of the Yosys chip area taken by registers is 43.15%. The count of buffers inserted at the top-level ports was 25; the number of global-route vias before repair was 1429. The final cycle utilization of the critical path works out to 65.00%. The critical path ends at tx_shift[5].

The height of the die is 74.64 um. In this run the horizontal extent of the chip is 74.64 um. The maximum ir drop on the vdd rail was 0.1222 mV. The synthesized netlist was found by Yosys to have 220 cells. Yosys reported a register bit count of 45. The clock period minus final worst setup slack came out at 4.680 ns.

For reference, the final report shows the max-slew violation count at 0. The number of rows created at floorplan was 26; the count of library flops with an enable pin was 1. In this run the register-to-register setup slack is 4.07 ns.

According to the CTS report, the clock sink count is 45. For the maximum number of pins on one net before global-route repair, the log shows 33. Nets still carrying antenna violations after routing amount to 0. STA classifies the critical path endpoint as a register. The overall overflow remaining after global route came out at 0. The startpoint type of the worst setup path is a primary input. The number of cells traversed by the worst register-to-register path is 9, and the wire length reported by the detailed router is 3.740 mm.

The area of the synthesized netlist per yosys stat came out at 0.002111 mm2. The worst-path maximum fanout is 14, and the max capacitance violation total is 0. Fraction of final layout cells with drive strength greater than 1: 7.692%.

The number of clock buffers added by TritonCTS is 5. According to the timing report, the data required time at the worst endpoint equals 7.44 ns. Among all flip-flop cells after synthesis, the most frequent one is sky130_fd_sc_hd__dfxtp_1.

In the log, the iteration count for the first detailed-route pass is 4. The cell type with the highest aggregate area in the netlist was sky130_fd_sc_hd__dfxtp_1. The instance count of the mapped netlist is 220, and the timing-limited maximum frequency is 213.7 MHz. CTS placed an instance of sky130_fd_sc_hd__clkbuf_8 at the clock tree root.

Once iteration 0 of detailed routing completed, the report listed 59 DRC markers. The later pin in the worst-skew pair is clocked with a latency of 0.29 ns. For the number of post-CTS setup repair buffers, the log shows 0.

TritonCTS built the clock tree. The share of the synthesized area in the top cell type was 41.73%; the cts-stage hold buffer count was 0. For the number of cells upsized or downsized after cts, the log shows 0. The script computed a power per unit cell area of 193.6 mW/mm2. The worst setup path is of the primary input to register kind. Maximum level of the CTS H-tree: 2. The first global-routing pass estimated 6.341 mm of wire. The gate-level netlist out of Yosys references 47 unique cell types. Setup repair after global routing left no endpoint under its margin.

For the worst reg-to-reg path, the startpoint reported by OpenROAD is sclk. Slew at the pin closest to its max-slew limit: 0.7067 ns. The routed design ends up with an antenna cell count of 0. Ranked by total cell area, the synthesized netlist is headed by sky130_fd_sc_hd__dfxtp_1 42%, sky130_fd_sc_hd__ha_1 7.7%, sky130_fd_sc_hd__mux2i_1 7.1%, sky130_fd_sc_hd__nor2_1 6.8%, sky130_fd_sc_hd__nor2b_1 3.6%. In this run the deepest clock path goes through 2 buffers. Per the detail_route report, the via count comes to 1570.

Worst-case clock skew: 0.006082 ns. Pin placement for this block handled 26 I/O pins. The final timing report counts setup violations totalling 0. Endpoints failing hold in the final report were tallied at 0. For the worst reg-to-reg path, the endpoint reported by OpenROAD is tx_shift[5]. Per the gpl log, the routability congestion estimate is 0.7932. Global routing used 14.73% of the available tracks. The cell leakage power is 0.9536 nW, and the area growth from synthesis to layout is 18.61%.

The number of warning messages in the yosys log is 1. The post-synthesis async set-or-reset flop share works out to 0%. The ratio of routed vias to standard cells was 4.953. Class of the most critical hold timing path: register to register. The core region is 0.005107 mm2.

The synthesized area divided by synthesized cell count works out to 9.594 um2. The origin of the worst setup path was mode[0]. The HPWL after detailed placement is 2.674 mm. In the layout the commonest cells are 44 x sky130_fd_sc_hd__dfxtp_1, 38 x sky130_fd_sc_hd__nor2_1, 25 x sky130_fd_sc_hd__clkdlybuf4s50_1. The mapped netlist covers 0.002111 mm2.

Cells fill 49.02% of the core in the end. Per the detail_route report, routed wire per instance is 11.80 um. The post-CTS clock slew at the launch and capture registers of the worst setup and hold paths is 0.08 ns.

The number of warnings reported in the stage logs is 34.
[cell families (layout without fill, tap and decap cells)]
group / after synthesis / count (layout) / share of synthesized area (%)
AND-OR/OR-AND: 41 / 41 / 16.54
XOR/XNOR: 2 / 2 / 0.8300
adder cells (fa/ha/maj): 13 / 13 / 7.706
buffers and inverters: 16 / 43 / 3.259
flip-flops: 45 / 45 / 43.15
multiplexers: 17 / 17 / 8.298
AND/OR/NAND/NOR: 86 / 86 / 20.21
[synth_stat cells, drive strengths merged, types with 2 or more instances]
master / count
a211o: 2
a211oi: 2
a21oi: 6
a22o: 8
buf: 4
clkbuf: 3
dfxtp: 44
ha: 13
inv: 9
mux2i: 16
nand2: 9
nand2b: 8
nand3: 4
nand3b: 2
nor2: 38
nor2b: 12
nor3: 2
nor3b: 2
o21ai: 4
o221a: 6
o22ai: 2
or3: 4
[where the power goes]
part,internal (mW),switching [mW],total (mW)
clock,0.0673,0.0803,0.148
sequential,0.260,0.00801,0.268
combinational,0.0346,0.0340,0.0686
[area by class of cell]
class | count | area [um2]
multi-input combinational | 159 | 1131
clock buffer | 6 | 72.57
clock inverter | 2 | 10.01
fill | 493 | 2604
tap | 70 | 87.58
sequential | 45 | 910.9
timing repair buffer | 26 | 257.7
inverter | 9 | 33.78
[per-layer routing]
metal	vias up	track usage, %	share of wire (%)
met5	-	0	0
met4	0	2.096	1.5
met3	8	2.578	3.2
met2	20	24.32	45
met1	723	21.25	50
li1	819	-	-
[through the flow]
stage | hold WS (ns) | setup slack [ns] | std cells | instance area (um2) | power, mW
2_1_floorplan | 0.3674 | 3.322 | 220 | 2111 | 0.3204
3_3_place_gp | 0.3718 | 2.291 | 309 | 2421 | 0.3432
3_5_place_dp | 0.3801 | 2.200 | 309 | 2421 | 0.3428
4_1_cts | 0.3918 | 2.507 | 317 | 2504 | 0.4920
5_1_grt | 0.4054 | 2.222 | 317 | 2504 | 0.5121
6_report | 0.3857 | 2.520 | 317 | 2504 | 0.4848
[critical path, stage by stage]
cell	delay, ns
sky130_fd_sc_hd__clkdlybuf4s50_1	0.54
sky130_fd_sc_hd__inv_1	0.08
sky130_fd_sc_hd__ha_1	0.30
sky130_fd_sc_hd__or3b_1	0.39
sky130_fd_sc_hd__a2111oi_2	0.43
sky130_fd_sc_hd__o22ai_1	0.14
sky130_fd_sc_hd__nand2b_1	0.13
sky130_fd_sc_hd__ha_1	0.49
sky130_fd_sc_hd__o41a_1	0.38
sky130_fd_sc_hd__nor2_1	0.11
sky130_fd_sc_hd__a21oi_2	0.25
sky130_fd_sc_hd__o221a_2	0.24
[how the worst min path moves through the flow]
| stage | startpoint | cells past startpoint | slack (ns) | endpoint |
|---|---|---|---|---|
| CTS | start_d | 1 | 0.39 | start_edge |
| global route | start_d | 1 | 0.41 | start_edge |
| finish | start_d | 1 | 0.39 | start_edge |
[sequential cells by signal, indices dropped and copies added (netlist names), named ones only]
signal and cells:
bit_cnt 4, finish 1, prev_sclk 1, start_d 1, rxdata 8, tx_shift 8
rx_shift 8, mosi 1, state 4, ss 1, div_cnt 4, start_edge 1
sclk 1
No activity file was given, so power comes from the tool's default toggle rates.
